==> ./config.mk <==
export PLATFORM = sky130hd
export DESIGN_NAME = adder
export DESIGN_NICKNAME = adder
export VERILOG_FILES = /design/flow/design.v
export SDC_FILE = /design/flow/constraint.sdc
export NUM_CORES = 4
export LEC_CHECK = 1
export CORE_AREA = 10 10 85 85
export DIE_AREA = 0 0 95 95
==> ./constraint.sdc <==
current_design adder

set clk_period 24.1
set clk_io_pct 0.2

create_clock -name clk0 -period $clk_period

set non_clock_inputs [all_inputs -no_clocks]
set_input_delay [expr $clk_period * $clk_io_pct] -clock clk0 $non_clock_inputs
set_output_delay [expr $clk_period * $clk_io_pct] -clock clk0 [all_outputs]
==> ./design.v <==
module adder (
    input  logic [31:0] op1,
    input  logic [31:0] op2,
    output logic [31:0] out
);
    assign out = op1 + op2;
endmodule
==> ./run.sh <==
#!/bin/bash
# OpenROAD 26Q1-2900-gdf79404cd8, Yosys 0.63+post, stock flow scripts
make -C /OpenROAD-flow-scripts/flow DESIGN_CONFIG=/design/flow/config.mk WORK_HOME=/design/flow/orfs finish
==> results.sh <==
# physical design summary
export IMPL_fp_dieH_um=95
export IMPL_synthCells=241
export IMPL_grt_pass1_wl_mm=9.49
export IMPL_dr_total_vias=2079
export IMPL_cts_hold_buf=0
export IMPL_critPathMaxStageDelay_ps=490
export IMPL_fin_cells=398
export IMPL_end_kind="primary output"
export IMPL_io_buffers=96
export IMPL_max_slew_margin_rel_pct=64.2
export IMPL_yosys_cells=241
export IMPL_antenna_left=0
export IMPL_cp_common_cell="clkdlybuf4s50_1"
export IMPL_hold_viol=0
export IMPL_grt_max_degree=11
export IMPL_worstSetupStartpoint="op1[0]"
export IMPL_num_io_pins=96
export IMPL_ys_warn_count=0
export IMPL_finalWirelength_mm=5.84
export IMPL_drc=0
export IMPL_startpoint_type="primary input"
export IMPL_post_cts_buffers=0
export IMPL_flop_count=0
export IMPL_routedWlPerCell_um=14.7
export IMPL_post_route_min_period_ps=12540
export IMPL_powerDensity_nw_per_um2=29.1
export IMPL_crit_slowest_cell="clkdlybuf4s50_1"
export IMPL_crit_fanout=4
export IMPL_areaGrowthSynthToFinish_pct=57.7
export IMPL_tightestPinTransition_ps=523
export IMPL_hpwl_mm=5.12
export IMPL_path_class="in2out"
export IMPL_cap_violations=0
export IMPL_seqCellArea_um2=0
export IMPL_rsz0062_at_grt="no"
export IMPL_layout_drive_gt1_share_pct=3.07
export IMPL_tns_ps=0
export IMPL_synth_top_cell_by_count="ha_1"
export IMPL_via_per_inst=5.22
export IMPL_cp_required_ps=19280
export IMPL_logic_area_um2=1680
export IMPL_first_pass_iters=4
export IMPL_netlist_area_um2=1740
export IMPL_seq_area_frac_synth_pct=0
export IMPL_grt_pass1_vias=2036
export IMPL_antenna_found_initial=0
export IMPL_drt_initial_drc_count=54
export IMPL_area_leaders="ha_1, a21oi_1, a21o_1, xor2_1, xnor2_1"
export IMPL_top_area_share_pct=22.2
export IMPL_worstPathArrival_ps=7720
export IMPL_cts_resized=0
export IMPL_yosys_area_um2=1740
export IMPL_fmaxAchievable_mhz=79.7
export IMPL_warnings=32
export IMPL_grtUsageTotal_pct=12.4
export IMPL_crit_chain="clkdlybuf4s50_1, ha_1, fa_1, a21o_1, a31o_2, nand3_1, o221ai_1, a311oi_1, o21bai_1, xor2_1, clkdlybuf4s50_1"
export IMPL_syn_avg_cell_area_um2=7.24
export IMPL_n_antenna_cell=0
export IMPL_drv_slew=0
export IMPL_ys_types=50
export IMPL_n_fill_cell=569
export IMPL_die_area_um2=9030
export IMPL_floorplan_core_util_pct=31.9
export IMPL_finalClockPeriodUsage_pct=52.0
export IMPL_yosys_area_top_type="ha_1"
export IMPL_die_w_um=95
export IMPL_p_leak_nw=1.18
export IMPL_place_gp_congestion=0.925
export IMPL_synthTopCellsByCount="ha_1, a21oi_1, a21o_1"
export IMPL_dp_cells=398
export IMPL_outcome="finished, final reports clean"
export IMPL_row_count=27
export IMPL_core_area_um2=5470
export IMPL_irDropWorstVdd_uv=11.8
export IMPL_nClkBuffers=0
export IMPL_setup_viol=0
export IMPL_hold_path_class="in2out"
export IMPL_overflow=0
export IMPL_min_delay_start="op2[0]"
cells in the final DEF, fill, tap and decap left out, drive strengths merged, types with 10 or more instances in the layout:
cell,Yosys,final
a21oi,29,29
nand3,10,10
clkdlybuf4s50,0,96
xor2,15,15
nand2,18,18
ha,31,31
a21o,19,19
nor2,12,12
o21ai,15,15
xnor2,13,13
logic make-up (layout without fill, tap and decap cells):
family	count (synthesis)	after routing	share of synthesized area (%)
xor+xnor	28	28	14.1
simple gates	65	65	18.3
mux	2	2	1.15
fa+ha+maj	32	32	23.4
buf+inv	17	102	3.80
compound gates	97	97	39.3
power by group:
group	internal (mW)	switching [mW]
logic	0.0483	0.0318
clock network	0	0
registers	0	0
total	0.0483	0.0318
metrics by stage:
step	hold WS (ps)	area [um2]	total power, mW	worst slack [ps]	util [%]
floorplan	9710	1740	0.0385	12630	-
global placement	10680	2750	0.0809	11550	50.3
detailed placement	10690	2750	0.0809	11520	50.3
CTS	10680	2750	0.0814	11520	50.3
global route	10710	2750	0.0892	11320	50.3
finish	10670	2750	0.0800	11560	50.3
worst max-delay path, delay by kind of cell:
kind            cells  cell delay [ps]
fa+ha+maj           2              640
simple gates        1               90
compound gates      5             1130
xor+xnor            1              130
buf+inv             2              890
layout make-up:
cell class	count	share of cell area (%)
inverter	6	0.819
multi-input combinational	224	61.0
tap	72	3.27
timing repair buffer	96	34.9
path summary, 6_finish.rpt:
kind	slack [ps]	to	cells past startpoint
worst max-delay path	11560	out[26]	11
worst min-delay path	10670	out[0]	3
metal layers:
layer	vias up	part of all wire (%)	GRT usage (%)
met5	-	0	0
met4	0	0.50	0.623
met3	2	8.0	2.88
met2	61	44	21.1
met1	913	48	16.3
li1	1103	-	-
No activity file was given, so power comes from the tool's default toggle rates.
