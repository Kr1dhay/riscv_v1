--- ./run.sh ---
#!/bin/bash
# OpenROAD 26Q1-2900-gdf79404cd8, Yosys 0.63+post, stock flow scripts
make -C /OpenROAD-flow-scripts/flow DESIGN_CONFIG=/design/flow/config.mk WORK_HOME=/design/flow/orfs finish
--- ./config.mk ---
export PLATFORM = sky130hd
export DESIGN_NAME = program_counter
export DESIGN_NICKNAME = program_counter
export VERILOG_FILES = /design/flow/design.v
export SDC_FILE = /design/flow/constraint.sdc
export NUM_CORES = 4
export LEC_CHECK = 1
export CORE_UTILIZATION = 30
--- ./constraint.sdc ---
current_design program_counter

set clk_period 9.0
set clk_io_pct 0.2

create_clock -name clk0 -period $clk_period [get_ports {clk}]

set non_clock_inputs [all_inputs -no_clocks]
set_input_delay [expr $clk_period * $clk_io_pct] -clock clk0 $non_clock_inputs
set_output_delay [expr $clk_period * $clk_io_pct] -clock clk0 [all_outputs]
--- ./design.v ---
module program_counter (
    input  logic        clk,
    input  logic        rst,
    input  logic        PCsrc,
    input  logic [31:0] ImmOp,
    output logic [31:0] PC
);
    logic [31:0] branch_PC;
    logic [31:0] inc_PC;
    logic [31:0] next_PC;
    assign branch_PC = PC + ImmOp;
    assign inc_PC = PC + 32'd4;
    assign next_PC = PCsrc ? branch_PC : inc_PC;
    always_ff @(posedge clk) begin
        if (rst) PC <= 32'd0;
        else PC <= next_PC;
    end
endmodule
==> summary.rpt <==
FLOW METRICS REPORT
----------------------------------------------------
[Power]
  Sw power ........................ 0.229 mW
  Switching portion of total power ........................ 38.1%
  Portion of total power attributed to sequential cells ........................ 31.5%
  Int Pwr ........................ 0.373 mW
  Comb pwr share ........................ 48.6%
  Final Total Pwr ........................ 0.602 mW
  Worst IR drop on VDD ........................ 0.0000577 V
  Leakage dissipation ........................ 1.70 nW
  Portion of total power attributed to the clock network ........................ 19.8%
  Power Density ........................ 143 nW/um2

[Critical path]
  Worst R2R Setup Slack ........................ 6.22 ns
  Largest delay contributor family on the critical path ........................ AND-OR/OR-AND gates
  Worst reg2reg endpoint ........................ PC[31]
  Startpoint of the worst register-to-register path ........................ PC[24]
  Critical path cell sequence ........................ clkdlybuf4s50_1 -> ha_1 -> inv_1 -> fa_1 -> nor2b_1 -> o31a_1 -> o21ai_1 -> a21oi_1 -> o21a_1 -> o21ai_1 -> a2111oi_0 -> or3b_1
  Total stage count of the critical path ........................ 12
  Worst setup path end ........................ PC[28]
  Endpoint type of the worst setup path ........................ flip-flop
  CP arrival ........................ 4.47 ns
  Critical Path Most Common Cell ........................ o21ai_1
  Delay contributed by the slowest stage of the critical path ........................ 0.46 ns
  Required time at the worst-slack endpoint ........................ 9.23 ns
  Launch point of the critical path ........................ ImmOp[0]
  Crit Path Class ........................ in -> reg
  Highest net fanout along the worst path ........................ 4
  Cell with the largest stage delay on the worst path ........................ clkdlybuf4s50_1
  Buffer-and-inverter tally for the worst setup path ........................ 2
  Worst reg2reg path depth ........................ 9
  Type of element launching the critical path ........................ input pin

[STA]
  Setup Skew ........................ 0.00554 ns
  Headroom to the max-slew limit ........................ 58.2%
  Slew of the pin with the lowest slew margin ........................ 0.624 ns
  Number of max-slew violations in the final report ........................ 0
  Final-report setup violation count ........................ 0
  Share of the cycle needed by the critical path after routing ........................ 47.2%
  RSZ-0062 raised after global routing ........................ false
  Minimum setup slack in the final design ........................ 4.76 ns
  Fmax achieved ........................ 236 MHz
  Hold violation count in the final report ........................ 0
  Setup TNS ........................ 0 ns
  Min Tclk post-route ........................ 4.24 ns

[Placement]
  Number of port buffers ........................ 66
  Cells after DPL ........................ 630
  Cell area reported after detailed placement ........................ 4120 um2
  DPL Wire Length ........................ 6.83 mm
  Setup Slack @ Placement ........................ 4.46 ns
  Routability congestion estimate from global placement ........................ 0.866

[CTS]
  Buffer type at the clock tree root ........................ clkbuf_8
  Deepest level of the CTS H-tree ........................ 2
  Post-CTS setup-driven buffer insertion count ........................ 0
  Hold Buf Count CTS ........................ 0
  Worst skew pair latency ........................ 0.29 ns
  Longest Clk Path Bufs ........................ 2
  TritonCTS clock tree ........................ done
  Clock transition at the register clock pins on the worst setup and hold paths after CTS ........................ 0.07 ns
  Clock tree sinks ........................ 32
  Inserted Clock Buffers ........................ 5
  Cells resized by post-CTS repair ........................ 0

[Route]
  Drc violations ........................ 0
  Wire length per cell ........................ 14.0 um
  Total iterations of the first detailed-routing run ........................ 5
  Ant diodes ........................ 0
  First DRT Iteration DRCs ........................ 139
  Routed wire length ........................ 8.92 mm
  Post-detailed-route via-to-cell ratio ........................ 5.24
  Antenna viol nets, final ........................ 0
  Via count ........................ 3346

[Synth]
  Post-synth EDFFs ........................ 0
  Tally of unique sky130hd cells used after synthesis ........................ 59
  Top cells by area ........................ dfxtp_1 19%, ha_1 12%, xnor2_1 8.1%
  Commonest flop ........................ dfxtp_1
  Mean Syn Cell Area ........................ 7.62 um2
  FFs w/ async S/R, synth ........................ 0%
  Synth warnings ........................ 1
  Post-synth top area cell ........................ dfxtp_1
  Cell area after technology mapping ........................ 3340 um2
  Area fraction of the dominant cell type after synthesis ........................ 19.2%
  Post-Synthesis Cells ........................ 438
  Flip-flop and latch count after synthesis ........................ 32
  Cells in synth_stat.txt ........................ 438
  Sequential fraction of the synthesis area ........................ 19.2%
  Yosys chip area ........................ 3340 um2

[Finish]
  Synth-to-layout area growth ........................ 26.2%
  Largest register by flop count ........................ PC
  Top logic cell by instance count in the layout ........................ clkdlybuf4s50_1
  Non-filler instance count after layout ........................ 638
  Total non-filler cell area in the finished layout ........................ 4210 um2
  Regs by FF count ........................ PC x32
  Max reg flops ........................ 32
  Fillers ........................ 1116
  Layout cell share with drive strength beyond 1 ........................ 4.62%
  Top cells excl fill/tap ........................ 65 x clkdlybuf4s50_1, 55 x nor2_1, 35 x nand2_1

[Global routing]
  Total gr overflow ........................ 0
  Vias in the first global route ........................ 3068
  Antenna violations before repair ........................ 0
  Largest net degree at the start of global routing ........................ 62
  Overall Global Routing Usage ........................ 16.2%
  Wire length of the first global-routing pass ........................ 14.8 mm

[Min path]
  Worst min-delay path class ........................ reg -> reg

[Die]
  Top-Level Pins ........................ 67
  CORE AREA ........................ 10800 um2
  Standard-cell rows ........................ 38
  Chip area ........................ 11600 um2
  Die boundary height ........................ 107 um
  Starting utilization of the core area ........................ 30.8%
  Die Wd ........................ 107 um

[Flow run]
  Max Cap Viol ........................ 0
  Tool warnings ........................ 25

[Run status]
  Run status ........................ finished, final reports clean

----------------------------------------------------
-- cell usage after synthesis (all sizes together), types with 2 or more instances --
cell type,count
a211o,2
a211oi,24
a21o,17
a21oi,32
a311oi,2
a31oi,2
and2,3
and3,5
and4,5
buf,3
clkbuf,13
dfxtp,32
ha,32
inv,14
mux2i,2
nand2,35
nand2b,4
nand3,19
nand4,6
nor2,57
nor2b,6
nor3,10
nor3b,2
nor4b,3
o2111ai,4
o211ai,2
o21a,4
o21ai,21
o21bai,4
o22ai,4
o32ai,2
xnor2,31
xor2,19
-- metrics by stage --
stage	hold WS (ns)	utilization, %
2_1_floorplan	0.465	-
3_3_place_gp	0.511	38.0
3_5_place_dp	0.527	38.0
4_1_cts	0.541	38.9
5_1_grt	0.567	38.9
6_report	0.543	38.9
-- worst min-delay path by stage --
stage,cells past startpoint,endpoint,start
global route,2,PC[1],PC[1]
CTS,2,PC[1],PC[1]
finish,2,PC[0],PC[0]
-- cell families (layout without fill, tap and decap cells) --
family                   count (synthesis)  after routing  share of synthesized area, %
flip-flops                              32             32                          19.2
buffers and inverters                   30             90                          3.45
multiplexers                             3              3                          1.05
adder cells (fa/ha/maj)                 33             33                          12.6
AND/OR/NAND/NOR                        160            160                          24.3
AND-OR/OR-AND                          130            130                          26.3
XOR/XNOR                                50             50                          13.1
-- power by group through the flow --
stage     sequential [mW]  combinational, mW  clock, mW
6_report            0.190              0.293      0.119
5_1_grt             0.194              0.329      0.130
4_1_cts             0.190              0.293      0.124
-- worst reg2reg max path, delay by kind of cell, from the launching register on --
kind	cells	cell delay (ns)
compound gates	5	1.14
mux	1	0.30
fa+ha+maj	1	0.38
simple gates	2	0.34
flops	1	0.52
-- cell type report --
cell class                      count  area, um2  area share (%)
Clock buffer                        8       90.1            2.14
Inverter                           14       52.6            1.25
Multi-Input combinational cell    376       2580            61.3
Sequential cell                    32        641            15.2
Tap cell                          140        175            4.16
Timing Repair Buffer               68        671            15.9
-- metal layers --
layer / routed length, um / track usage [%] / up-vias
met2: 3940 / 25.1 / 93
met5: 0 / 0 / -
li1: - / - / 1724
met3: 509 / 2.59 / 8
met4: 72 / 1.37 / 0
met1: 4390 / 24.7 / 1521
Power and IR drop assume default switching activity.
