`/design/flow/design.v`:
```
module ext32 #(
    parameter OUT_WIDTH = 32
)(
    input logic     [1:0]               ImmSrc,  
    input logic     [31:7]              msb25,
    output logic    [OUT_WIDTH-1:0]     ImmExt
);
always_comb begin
    ImmExt[31:12] = {20{msb25[31]}};
    case(ImmSrc)
            2'b00:  ImmExt[11:0] = msb25[31:20];
            2'b01:  ImmExt[11:0] = {msb25[31:25], msb25[11:7]};
            2'b10:  ImmExt[11:0] = {msb25[7], msb25[30:25], msb25[11:8], 1'b0};
            2'b11:  ImmExt = {msb25[31:12], 12'b0};
    endcase
end
endmodule
```
`/design/flow/run.sh`:
```
#!/bin/bash
# OpenROAD 26Q1-2900-gdf79404cd8, Yosys 0.63+post, stock flow scripts
make -C /OpenROAD-flow-scripts/flow DESIGN_CONFIG=/design/flow/config.mk WORK_HOME=/design/flow/orfs finish
```
`/design/flow/config.mk`:
```
export PLATFORM = sky130hd
export DESIGN_NAME = ext32
export DESIGN_NICKNAME = ext32
export VERILOG_FILES = /design/flow/design.v
export SDC_FILE = /design/flow/constraint.sdc
export NUM_CORES = 4
export LEC_CHECK = 1
export CORE_AREA = 10 10 70 70
export DIE_AREA = 0 0 80 80
```
`/design/flow/constraint.sdc`:
```
current_design ext32

set clk_period 2.5
set clk_io_pct 0.2

create_clock -name clk0 -period $clk_period

set non_clock_inputs [all_inputs -no_clocks]
set_input_delay [expr $clk_period * $clk_io_pct] -clock clk0 $non_clock_inputs
set_output_delay [expr $clk_period * $clk_io_pct] -clock clk0 [all_outputs]
```
==> ci_impl_report.md <==
## Implementation flow summary

| Metric | Value |
|---|---|
| Detail Route Antenna Nets | `0` |
| Combinational power share | `1.000` |
| Post-CTS sizing | `2` |
| Drt total wl | `2.21 mm` |
| Seq cells | `0` |
| # setup viols final | `0` |
| Clock buf count | `0` |
| Most frequent cells in the layout | `57 x clkdlybuf4s50_1, 19 x a21o_1, 6 x nor2b_1` |
| Core area | `3420 µm²` |
| Worst setup path class | `in -> out` |
| Initial antenna violation count | `0` |
| Leading area contributor after synthesis | `a21o_1` |
| Number of global-route vias before repair | `661` |
| Share of layout cells above drive strength 1 | `0.0755` |
| Post CTS Setup Buffer Count | `0` |
| Total track usage | `0.0667` |
| Fin crit share | `0.965` |
| Arrival @ worst endpoint | `1910 ps` |
| Die area | `6400 µm²` |
| Cell Type Count | `13` |
| Hold crit path type | `in -> out` |
| Net Sw Power | `roughly 0.049 mW` |
| Hold Vio Cnt, Final | `0` |
| Internal | `~0.13 mW` |
| Register area share after synthesis | `0` |
| Synthesized area per cell | `8.16 µm²` |
| Largest stage delay, worst path | `480 ps` |
| Top cell excl fill/tap | `clkdlybuf4s50_1` |
| Port bufs | `59` |
| Max Fclk | `about 0.41 GHz` |
| Maxcap violations | `0` |
| Synthesized instance count | `48` |
| Type of element capturing the critical path | `primary output` |
| Worst Path Max Fanout | `19` |
| CP max stage cell | `clkdlybuf4s50_1` |
| Drt drc | `0` |
| Top cell by count, worst path | `clkdlybuf4s50_1` |
| Slew @ Worst Pin | `282 ps` |
| Sequential power share | `0` |
| WHS | `slightly below 2000 ps` |
| Diodes inserted | `0` |
| Chip Area, Yosys | `392 µm²` |
| Register area | `0 µm²` |
| Floorplan Utilization | `0.115` |
| Required time of the critical path | `2000 ps` |
| Crit-path cells | `clkdlybuf4s50_1 > a21boi_4 > buf_12 > a21o_1 > clkdlybuf4s50_1` |
| Cell area after synthesis | `392 µm²` |
| Status | `complete, no violations` |
| Clock Power Share | `0` |
| First-pass iteration count of the detailed router | `3` |
| Final Max Tran Viols | `0` |
| Row count | `21` |
| DR WL/cell | `14.5 µm` |
| Top-Level Pins | `59` |
| Ys cells | `48` |
| Sw frac | `0.266` |
| P_leak | `about 0.48 nW` |
| OpenROAD warning count | `32` |
| RSZ-0062 raised after global routing | `no` |
| Post-synth area hogs | `a21o_1 36%, buf_6 14%, mux2i_1 13%, nor2b_1 9.6%, o2bb2ai_1 8.9%` |
| Headroom to the max-slew limit | `0.812` |
| Synth Warn # | `1` |
| Setup TNS Final | `0 ps` |
| First-pass GRT wire length | `3.48 mm` |
| GPL Wtd Cong | `0.703` |
| Fillers | `382` |
| Area grow syn2layout | `161%` |
| Startpoint types | `primary input` |
| Cell Pwr Density | `between 150 and 200 nW/µm²` |
| Die width | `80 µm` |
| Vias | `572` |
| Global route overflow | `0` |
| Hpwl dp | `1.82 mm` |
| Largest net degree at the start of global routing | `20` |
| Initial DRC Count | `11` |
| Post-CTS Hold Buffers | `0` |
| Max VDD drop | `0.0458 mV` |
| Die Y | `80 µm` |
| Top-area cell share | `0.364` |
| DR vias/cell | `3.76` |
| Crit path time final | `2410 ps` |
-- per-layer routing --
metal  track usage  routed length (µm)  vias to the layer above
li1              -                   -                      290
met1        0.0798                 878                      257
met2         0.112                1070                       25
met3        0.0318                 262                        0
met4             0                   0                        0
met5             0                   0                        -
-- power by group through the flow --
stage / sequential [mW] / clock, mW / combinational, mW
finish: 0 / 0 / 0.183
global route: 0 / 0 / 0.201
CTS: 0 / 0 / 0.188
-- worst paths after layout --
check | start | to | slack [ps] | cells after the start
worst max-delay path | msb25[31] | ImmExt[13] | 90 | 5
worst min-delay path | ImmSrc[1] | ImmExt[0] | 1940 | 4
-- critical path: cells and delay by family --
family / cells / cell delay (ps)
AND-OR/OR-AND: 2 / 290
buffers and inverters: 3 / 1110
-- Yosys cell counts --
master and count:
o21ai_0 1, nor2_1 1, nor2b_1 6, nand3b_1 1, o2bb2ai_1 4, buf_4 2, a21boi_4 1, mux2i_1 5
and2_4 1, buf_6 5, and2b_1 1, a21o_1 19, inv_1 1
-- area by class of cell --
cell class | count | area (µm²) | share of cell area
inverter | 1 | 3.75 | 0.00367
multi-input combinational | 41 | 324 | 0.317
tap | 46 | 57.6 | 0.0562
timing repair buffer | 64 | 638 | 0.623
-- kinds of logic (layout without fill, tap and decap cells) --
| kind of cell | Yosys count | count (layout) | share of synthesized area |
|---|---|---|---|
| AOI/OAI and AO/OA | 25 | 25 | 0.514 |
| buffers and inverters | 8 | 65 | 0.192 |
| muxes | 5 | 5 | 0.128 |
| and+or+nand+nor | 10 | 11 | 0.166 |
-- per-stage QoR --
step	power [mW]	cell area, µm²	instances	worst slack [ps]	util
finish	0.183	1020	152	86.6	0.300
global route	0.201	1020	152	7.37	0.300
CTS	0.188	1020	152	66.2	0.300
detailed placement	0.186	1020	151	-110	0.298
global placement	0.185	1020	151	-97.9	0.298
floorplan	0.0525	392	48	832	-
Power is estimated from default activity; no workload was simulated.
